<file path="flow/config.mk">
export PLATFORM = sky130hd
export DESIGN_NAME = control
export DESIGN_NICKNAME = control
export VERILOG_FILES = /design/flow/design.v
export SDC_FILE = /design/flow/constraint.sdc
export NUM_CORES = 4
export LEC_CHECK = 1
export CORE_AREA = 10 10 74 74
export DIE_AREA = 0 0 84 84
</file>
<file path="flow/constraint.sdc">
current_design control

set clk_period 1.5
set clk_io_pct 0.2

create_clock -name clk0 -period $clk_period

set non_clock_inputs [all_inputs -no_clocks]
set_input_delay [expr $clk_period * $clk_io_pct] -clock clk0 $non_clock_inputs
set_output_delay [expr $clk_period * $clk_io_pct] -clock clk0 [all_outputs]
</file>
<file path="flow/design.v">
package lagarto0_pkg;
localparam		XLEN 					= 64;
localparam		ISA_SIZE 			= 32;
localparam		ADDR_SIZE 			= 64;
localparam		VADD_SIZE			= 40;
localparam		ICACHE_LINE_SIZE 	= 64;
localparam		IBLOCK_BYTE			= ICACHE_LINE_SIZE / 8;
localparam		ILINE_BYTE_OFFSET	= $clog2(IBLOCK_BYTE);
localparam		ICACHE_SIZE			= 1024*2;
localparam		ICACHE_MEM_DEPTH	= ICACHE_SIZE / IBLOCK_BYTE;
localparam		ICACHE_IDX_SIZE	= $clog2(ICACHE_MEM_DEPTH);
localparam		ICACHE_VPN_SIZE	= VADD_SIZE - ICACHE_IDX_SIZE - ILINE_BYTE_OFFSET;
localparam		FETCH_WIDTH			= ICACHE_LINE_SIZE / ISA_SIZE;
localparam		ISSUE_WIDTH			= 1;
localparam		RESET_ADDRESS		= 64'h0000_0000_0000_0000;
localparam		IQUEUE_DEPTH		= 4;
localparam		IQUEUE_ADDR_SIZE	= $clog2(IQUEUE_DEPTH);
endpackage 
import	lagarto0_pkg::*;
module control (
	input 		[ISA_SIZE-1:0]		inst_i,
	input			[ADDR_SIZE-1:0]	pc_i,
	output reg							Inst_Branch_o,
	output reg							MEM_read_o,
	output reg							MEM_reg_o,
	output reg 	[1:0]					ALU_Op_o,
	output reg							MEM_Write_o,
	output reg							ALU_Src_o,
	output reg							Reg_Write_o,
	output reg							J_Type_o,
	output reg	[ADDR_SIZE-1:0]	PC_dec_o
);
	wire			[6:0]					opcode_w;
	assign opcode_w = inst_i[6:0];
	always @(*)
	begin
		case (opcode_w)
			7'b0110011: 		 
				begin
					Inst_Branch_o 	= 1'b0;
					MEM_read_o		= 1'b0;
					MEM_reg_o		= 1'b0;
					ALU_Op_o			= 2'b10;
					MEM_Write_o		= 1'b0;
					ALU_Src_o		= 1'b0;
					Reg_Write_o		= 1'b1;
					J_Type_o			= 1'b0;
					PC_dec_o			= pc_i;
				end
			7'b0010011:			 
				begin
					Inst_Branch_o 	= 1'b0;
					MEM_read_o		= 1'b0;
					MEM_reg_o		= 1'b0;
					ALU_Op_o			= 2'b11;
					MEM_Write_o		= 1'b0;
					ALU_Src_o		= 1'b1;
					Reg_Write_o		= 1'b1;
					J_Type_o			= 1'b0;
					PC_dec_o			= pc_i;
				end
			7'b0000011:			 
				begin
					Inst_Branch_o 	= 1'b0;
					MEM_read_o		= 1'b1;
					MEM_reg_o		= 1'b1;
					ALU_Op_o			= 2'b11;
					MEM_Write_o		= 1'b0;
					ALU_Src_o		= 1'b1;
					Reg_Write_o		= 1'b1;
					J_Type_o			= 1'b0;
					PC_dec_o			= pc_i;
				end
			7'b0100011:			 
				begin
					Inst_Branch_o 	= 1'b0;
					MEM_read_o		= 1'b0;
					MEM_reg_o		= 1'b0;
					ALU_Op_o			= 2'b00;
					MEM_Write_o		= 1'b1;
					ALU_Src_o		= 1'b1;
					Reg_Write_o		= 1'b0;
					J_Type_o			= 1'b0;
					PC_dec_o			= pc_i;
				end
			7'b1100011:			 
				begin
					Inst_Branch_o 	= 1'b1;
					MEM_read_o		= 1'b0;
					MEM_reg_o		= 1'b0;
					ALU_Op_o			= 2'b01;
					MEM_Write_o		= 1'b0;
					ALU_Src_o		= 1'b0;
					Reg_Write_o		= 1'b0;
					J_Type_o			= 1'b0;
					PC_dec_o			= pc_i;
				end
			7'b1101111:			 
				begin
					Inst_Branch_o 	= 1'b0;
					MEM_read_o		= 1'b0;
					MEM_reg_o		= 1'b0;
					ALU_Op_o			= 2'b00;
					MEM_Write_o		= 1'b0;
					ALU_Src_o		= 1'b0;
					Reg_Write_o		= 1'b1;
					J_Type_o			= 1'b1;
					PC_dec_o			= pc_i;
				end
			default:
				begin
					Inst_Branch_o 	= 1'b0;
					MEM_read_o		= 1'b0;
					MEM_reg_o		= 1'b0;
					ALU_Op_o			= 2'b00;
					MEM_Write_o		= 1'b0;
					ALU_Src_o		= 1'b0;
					Reg_Write_o		= 1'b0;
					J_Type_o			= 1'b0;
					PC_dec_o			= pc_i;
				end
		endcase
	end
endmodule
</file>
<file path="flow/run.sh">
#!/bin/bash
# OpenROAD 26Q1-2900-gdf79404cd8, Yosys 0.63+post, stock flow scripts
make -C /OpenROAD-flow-scripts/flow DESIGN_CONFIG=/design/flow/config.mk WORK_HOME=/design/flow/orfs finish
</file>
==> notes.md <==
run results: via count=284, Slew Viols, Final=0, worst-path maximum fanout=3, DPL Wire Length=1110 µm, vias per cell=3.23, Buf+Inv Stages, Crit Path=3, Synth Seq Share=0, chip area=7060 µm², final core occ=0.0989, synthesized area=578 µm², GRT Total Usage=0.0338, fillers=about 460, fmax=602 MHz, Die H=between 80 and 90 µm, row count=23, Core Region=3970 µm², Syn Area/Cell=a little over 7 µm², CP dominant cell by count=buf_6, Slew headroom=0.892, failing checks=negative setup slack, most frequent cell after synthesis=buf_4, Post-synth top cells=buf_4 (65), nor2_1 (3), a21oi_1 (2), nand2_1 (2), hold path endpoint=PC_dec_o[11], clkbuf count=0, routed len/inst=around 15 µm, worst slew pin tran=about 160 ps, CP max-delay cell=or4_4, Worst Path Required=between 1000 and 1500 ps, tool warnings=59, largest net degree at the start of global routing=6, Seq cells=0, CP max stage delay=approximately 570 ps, antenna cell count=0, Init Core Util=0.146, first-pass GRT wire length=1950 µm, Pwr Density=between 100 and 150 nW/µm², Place WS=-887 ps, First DRT Iteration DRCs=2, yosys stat chip area=between 500 and 600 µm², Gate Area=151 µm², DRT Wirelength=1320 µm, Synth area leaders=buf_4 (84%), nor3b_2 (2.2%), nor2_1 (1.9%), WS Path Type=in2out, Peak VDD IR=0.0000176 V, Final ANT Viol Nets=0, die outline width=84 µm, Placed Cells=approximately 83, dpl cell area=328 µm², CP delay by family, top=simple AND/OR/NAND/NOR gates, Synth area leader=buf_4, CP Launch Type=primary input, worst path cell trace=buf_6 -> or4_4 -> buf_6 -> nor3b_2 -> buf_2, P_leak=about 0.16 nW, yosys warns=1, Finish-stage setup viols=6, layout cells sized above 1=0.921, CP arrival=roughly 1400 ps, fin crit period=between 1500 and 2000 ps, Worst setup EP type=output pin, FF/Latch Area=0 µm², worst setup margin=-161 ps, Ports=about 170, Yosys Instances=about 80, final hold vios=0, cell count after synthesis=80, vias in the first global route=between 300 and 400, unrepaired setup endpoints after global routing=yes, initial antenna violation count=0, port bufs=16, cell area after layout=393 µm², fin cells=around 88, DR pass1 iterations=2, Layout area overhead=-32.0%, outcome=complete, but fails checks, RD Place Congestion=0.747, Tcrit/Tclk final=1.11, Post-CTS Hold Fix Bufs=0, Overflow after GRT=0, Netlist cell types=12, Worst Hold Depth=0, Max-Cap Viols=0, area share, top type=0.844, HP Start=pc_i[11], # DRC=0, Worst Hold Class=in2out
-- cells by family after synthesis --
family	after synthesis	share of synthesized area
simple gates	12	0.128
buf+inv	65	0.844
compound gates	3	0.0281
-- final cells by class --
type | count | area share
repair buffers | 23 | 0.455
multi-input cells | 15 | 0.385
well taps | 50 | 0.159
-- power by group --
group	switching, mW	internal (mW)	leakage, nW
combinational	0.0237	0.0321	0.161
clock	0	0	0
sequential	0	0	0
total	0.0237	0.0321	0.161
-- per-stage QoR --
step	TNS [ps]	hold WS (ps)	power (mW)
after CTS	-1020	600	0.0520
after global placement	-7000	600	0.0416
after floorplan	0	614	0.109
after global routing	-1040	600	0.0605
final	-732	600	0.0558
after detailed placement	-7080	600	0.0420
-- per-layer routing --
layer	vias to the layer above	share of wire	GRT usage
li1	104	-	-
met4	0	0.11	0.0381
met2	41	0.35	0.0425
met5	-	0	0
met3	30	0.29	0.0404
met1	109	0.25	0.0239
-- worst max-delay path by stage --
stage / start / endpoint / slack [ps] / depth (start not counted)
CTS: inst_i[0] / MEM_read_o / -220 / 6
global route: inst_i[6] / MEM_Write_o / -220 / 5
finish: inst_i[6] / MEM_Write_o / -160 / 5
-- what timing repair did --
| item | 4_1_cts | 5_1_grt |
|---|---|---|
| setup buffers | 5 | 0 |
| pin swaps | 7 | 4 |
| endpoints found under the setup margin | 9 | 9 |
| gates resized | 70 | 5 |
-- cell usage in the layout, fill, tap and decap left out --
cell type	netlist	final
clkdlybuf4s15_1	0	2
or3_4	0	1
buf_4	65	4
nor2_2	0	2
nor3_4	0	1
a21oi_2	0	1
o22ai_2	0	1
a21oi_4	0	1
or4_4	1	1
or2_2	1	1
nor2_4	0	1
nand4_1	1	1
buf_2	0	10
buf_6	0	7
nand2_2	0	2
nor2b_4	0	1
nor3b_2	1	1
Power is estimated from default activity; no workload was simulated.
