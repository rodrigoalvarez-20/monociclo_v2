==> ./design.v <==
package lagarto0_pkg;
localparam		XLEN 					= 64;
localparam		ISA_SIZE 			= 32;
localparam		ADDR_SIZE 			= 64;
localparam		VADD_SIZE			= 40;
localparam		ICACHE_LINE_SIZE 	= 64;
localparam		IBLOCK_BYTE			= ICACHE_LINE_SIZE / 8;
localparam		ILINE_BYTE_OFFSET	= $clog2(IBLOCK_BYTE);
localparam		ICACHE_SIZE			= 1024*2;
localparam		ICACHE_MEM_DEPTH	= ICACHE_SIZE / IBLOCK_BYTE;
localparam		ICACHE_IDX_SIZE	= $clog2(ICACHE_MEM_DEPTH);
localparam		ICACHE_VPN_SIZE	= VADD_SIZE - ICACHE_IDX_SIZE - ILINE_BYTE_OFFSET;
localparam		FETCH_WIDTH			= ICACHE_LINE_SIZE / ISA_SIZE;
localparam		ISSUE_WIDTH			= 1;
localparam		RESET_ADDRESS		= 64'h0000_0000_0000_0000;
localparam		IQUEUE_DEPTH		= 4;
localparam		IQUEUE_ADDR_SIZE	= $clog2(IQUEUE_DEPTH);
endpackage 
module alu(
    input a_i,        
    input b_i,        
    input c_i,        
    input [2:0] ope_i,   
    input invert_i,      
    output reg res_o,    
    output c_o           
);
    wire aandb_w;  
    wire aorb_w;   
    wire axorb_w;  
    wire fa1_w;    
    wire nob_w;    
    wire b_w;      
    assign nob_w = ~b_i;
    assign b_w = (invert_i) ? nob_w : b_i;
    and and1 (aandb_w, a_i, b_w);
    or or1 (aorb_w, a_i, b_w);
    xor xor1 (axorb_w, a_i, b_w);
    fulladder fa1(
        .a_i(a_i),
        .b_i(b_w),
        .c_i(c_i),
        .s_o(fa1_w),
        .c_o(c_o)
    );
    always @(*) begin
        case (ope_i)
            3'b000: res_o = fa1_w;  
            3'b001: res_o = aandb_w;  
            3'b010: res_o = aorb_w;  
            3'b011: res_o = axorb_w;  
            3'b100: res_o = fa1_w;  
            3'b101: res_o = fa1_w;  
            3'b110: res_o = fa1_w;  
            default: res_o = 1'b0;
        endcase
    end
endmodule
module fulladder(
    input   a_i,     
    input   b_i,     
    input   c_i,     
    output  s_o,     
    output  c_o      
);
    wire and1_w, and2_w, and3_w, xor1_w;
    assign and1_w = a_i & c_i;
    assign and2_w = b_i & c_i;
    assign and3_w = a_i & b_i;
    assign xor1_w = a_i ^ b_i;
    assign s_o = xor1_w ^ c_i;
    assign c_o = (and1_w | and2_w) | and3_w;
endmodule
module shift #(parameter N = 32)(
    input [N-1:0] a_i,        
    input [N-1:0] b_i,        
    input [1:0] ope_i,        
    output reg [N-1:0] res_o  
);
    always @(*) begin
        case (ope_i)
            2'b00: res_o = a_i << b_i;   
            2'b01: res_o = a_i >> b_i;   
            2'b10: res_o = $signed(a_i) >>> b_i;   
            default: res_o = {N{1'b0}};
        endcase
    end
endmodule
module superalu #(parameter N = 32)(
    input [N-1:0] a_i,        
    input [N-1:0] b_i,        
    input [3:0] ope_i,        
    input negzero_i,
    output reg [N-1:0] res_o, 
    output c_o,               
    output zeroflag_o         
);
    wire [N-1:0] alu_res;      
    wire [N-1:0] shift_res;    
    wire [N:0] carryint_w;     
    wire zeroflag_w;
    assign carryint_w[0] = ope_i[2];
    genvar i;
    generate
        for (i = 0; i < N; i = i + 1) begin: alu_block
            alu alu_N(
                .a_i(a_i[i]),
                .b_i(b_i[i]),
                .c_i(carryint_w[i]),
                .ope_i(ope_i[2:0]),
                .invert_i(ope_i[2]),
                .res_o(alu_res[i]),
                .c_o(carryint_w[i+1])
            );
        end
    endgenerate
	shift #(.N(N)) shift_unit(
		 .a_i(a_i),
		 .b_i(b_i),
		 .ope_i(ope_i[1:0]),
		 .res_o(shift_res)
	);
    assign c_o = carryint_w[N];
    always @(*) begin
		 if (ope_i[3] == 1'b1) begin
			  res_o = shift_res;   
		 end 
		 else begin
            case (ope_i[1:0])
                2'b01: res_o = {{N-1{1'b0}}, alu_res[N-1]};  
                2'b10: res_o = {{N-1{1'b0}}, ~c_o};  
                default: res_o = alu_res;
            endcase
		 end
    end
    assign zeroflag_w = ~(|res_o);
    assign zeroflag_o = (negzero_i) ? ~zeroflag_w : zeroflag_w;
endmodule
==> ./run.sh <==
#!/bin/bash
# OpenROAD 26Q1-2900-gdf79404cd8, Yosys 0.63+post, stock flow scripts
make -C /OpenROAD-flow-scripts/flow DESIGN_CONFIG=/design/flow/config.mk WORK_HOME=/design/flow/orfs finish
==> ./config.mk <==
export PLATFORM = sky130hd
export DESIGN_NAME = superalu
export DESIGN_NICKNAME = superalu
export VERILOG_FILES = /design/flow/design.v
export SDC_FILE = /design/flow/constraint.sdc
export NUM_CORES = 4
export LEC_CHECK = 1
export CORE_UTILIZATION = 40
==> ./constraint.sdc <==
current_design superalu

set clk_period 20.4
set clk_io_pct 0.2

create_clock -name clk0 -period $clk_period

set non_clock_inputs [all_inputs -no_clocks]
set_input_delay [expr $clk_period * $clk_io_pct] -clock clk0 $non_clock_inputs
set_output_delay [expr $clk_period * $clk_io_pct] -clock clk0 [all_outputs]
==> results.txt <==
Implementation summary

The flow ran to the end, but the final reports show violations. The checks that failed: setup timing. The initial detailed-routing violation count is about 1500. In this run the count of I/O pins placed on the die edge is 103. Total global-route track usage over all layers is between 40% and 50%.

The complex-gate fraction of the synthesized area is between 20% and 30%. Per the gpl log, the routability congestion estimate is about 1.1. The cell with the biggest individual delay on the critical path is sky130_fd_sc_hd__fa_1.

The worst setup path is captured at an output port. The detail-routed net length per standard cell is approximately 34 µm. Along the critical path, the tally of buffer and inverter instances is 4.

The remaining antenna violation count is 0. The maximum fanout along the worst path is 2. The critical path in this run is classified as in2out.

Based on the critical path, the design can be clocked at up to about 48 MHz. The placement-stage worst setup slack is -1.17 ns. In this run, distinct cell masters in the synthesized netlist total approximately 77. The worst slew margin relative to its limit is roughly a quarter.

The power per standard cell area is 28.1 mW/mm². The cell count after placement is roughly 1600. The post-detailed-routing wire length is roughly 53 mm. The Yosys step of the flow raised 3 warnings. In this run the maximum-capacitance check reported violations numbering 0. The cell with the most instances on the worst path is sky130_fd_sc_hd__fa_2. The kind of path behind the tightest hold check is in2out.

The number of global-route vias before repair was between 10000 and 15000. Per the OpenROAD power report, switching power amounts to about 180 µW. The sequential cell count of the final layout is 0. The fraction of the mapped netlist area in simple logic gates is around 19%.

The largest net degree at the start of global routing is 61. The yosys-reported design area after synthesis is a little over 0.009 mm². The logs give a warning total of between 70 and 80.

The worst setup path endpoint is zeroflag_o. After legalization and detailed placement, the total HPWL measured between 40 and 50 mm. Using the TritonRoute via totals, the vias-per-cell ratio works out to ~7. The placeable core area is 0.0226 mm². Yosys shows that the main logic family after synthesis is AND-OR/OR-AND gates. The initial antenna violation count was 2.

The cell type group with the largest total delay on the critical path is adder cells. The layout summary lists the proportion of cells stronger than drive strength 1 as between 10% and 20%. The hold path startpoint is negzero_i. The chip occupies between 0.02 and 0.025 mm².

The first global-routing pass estimated ~76 mm of wire. The final route contains 11000 vias. The max-slew violation total from the final report is 0. The initial core utilization is just over 40%. Setup repair after global routing could not meet its margin everywhere. In the power breakdown, the internal column shows ~120 µW. The startpoint type of the worst setup path is an input pin. The XOR/XNOR share of the synthesized area is under 10%. STA puts the critical path data arrival time at ~17 ns. After synthesis, the design contains between 1000 and 1500 cells according to Yosys. The layout clock buffer count is 0.

The static power due to leakage is roughly 0.0043 µW. After synthesis, the share of cell area in mux cells is about a quarter. The post-layout minimum cycle time is between 20 and 25 ns. The number of failing hold endpoints at the final stage is 0. The netlist area before placement is 0.00921 mm². The placement row count is approximately 55. Dividing the synthesized area by the synthesized cell count gives about 7.6 µm².

Global routing finished with a remaining overflow of 0. The critical path data required time is 16.32 ns. The number of iterations in the first detailed-routing pass is 7.

Of the available clock period, the critical path in the final layout requires 102%. The total setup violations reported at the end of the flow is 1. The post-synthesis sequential area ratio is 0%. The maximum vdd ir drop is 0.0178 mV. The arithmetic-cell share of the synthesized area counting full adders, half adders and majority gates is between 15 and 20%. Tracing the worst setup path back leads to its startpoint at b_i[0].

Compared with the post-synthesis result, the final layout area differs by 17.5%. The pin closest to its max-slew limit shows a slew of 1.10 ns. TritonRoute reported its final design rule violation total as 0. From left edge to right edge, the die measures ~150 µm. The floorplan die height is 154 µm. The count of cell instances traversed by the critical path is 43. The sequential cells in the finished layout cover a total of 0 µm².

The worst path setup slack after routing is -0.375 ns. The count of non-filler cells in the finished layout is 1567. The proportion of total power due to net switching is roughly three fifths. The synthesized instance count is ~1200. The largest single stage delay on the critical path is about 0.49 ns. The placement report lists the number of port buffers as roughly 100.
-- cells by family after synthesis --
family | count (synthesis)
mux | 154
xor+xnor | 34
compound gates | 343
fa+ha+maj | 100
buf+inv | 214
simple gates | 372
-- power by group through the flow --
stage	Sequential [µW]	Clock, µW	Combinational [µW]
after global routing	0	0	323
after CTS	0	0	293
-- what timing repair did --
action | in CTS | in global routing
hold buffers | 0 | 0
setup endpoints to repair | 4 | 3
pin swaps | 5 | 0
endpoints found under the hold margin | 0 | 0
buffers inserted | 1 | 1
resized | 24 | 6
-- worst min path at each step --
stage	end	slack (ns)	depth (start not counted)
final	zeroflag_o	8.80	3
after global routing	zeroflag_o	8.82	3
after CTS	zeroflag_o	8.80	3
-- cell usage after synthesis, types with 4 or more instances --
cell type | number | area (µm²)
sky130_fd_sc_hd__a41oi_1 | 4 | 35.0
sky130_fd_sc_hd__o32a_1 | 4 | 40.0
sky130_fd_sc_hd__ha_1 | 69 | 863
sky130_fd_sc_hd__nor3_1 | 27 | 135
sky130_fd_sc_hd__a21oi_1 | 63 | 315
sky130_fd_sc_hd__a222oi_1 | 9 | 90.1
sky130_fd_sc_hd__mux2i_1 | 65 | 651
sky130_fd_sc_hd__and4_1 | 4 | 35.0
sky130_fd_sc_hd__nand4_1 | 9 | 56.3
sky130_fd_sc_hd__a21o_1 | 4 | 30.0
sky130_fd_sc_hd__xor2_1 | 33 | 289
sky130_fd_sc_hd__nor2_1 | 92 | 345
sky130_fd_sc_hd__mux2_2 | 23 | 259
sky130_fd_sc_hd__o32ai_1 | 7 | 61.3
sky130_fd_sc_hd__o2111ai_1 | 6 | 52.6
sky130_fd_sc_hd__buf_4 | 5 | 37.5
sky130_fd_sc_hd__a211oi_1 | 14 | 105
sky130_fd_sc_hd__a221oi_1 | 20 | 175
sky130_fd_sc_hd__inv_1 | 83 | 312
sky130_fd_sc_hd__a311oi_1 | 6 | 52.6
sky130_fd_sc_hd__fa_1 | 31 | 621
sky130_fd_sc_hd__nand2b_1 | 19 | 119
sky130_fd_sc_hd__clkbuf_1 | 81 | 304
sky130_fd_sc_hd__o22ai_1 | 22 | 138
sky130_fd_sc_hd__nand3_1 | 30 | 150
sky130_fd_sc_hd__a2bb2oi_1 | 15 | 131
sky130_fd_sc_hd__nand2_1 | 115 | 432
sky130_fd_sc_hd__o211ai_1 | 17 | 128
sky130_fd_sc_hd__nor4_1 | 16 | 100
sky130_fd_sc_hd__or2_2 | 8 | 50.1
sky130_fd_sc_hd__o21ai_0 | 58 | 290
sky130_fd_sc_hd__and2_1 | 12 | 75.1
sky130_fd_sc_hd__o221ai_1 | 5 | 43.8
sky130_fd_sc_hd__buf_1 | 15 | 56.3
sky130_fd_sc_hd__nor2b_1 | 13 | 81.3
sky130_fd_sc_hd__or3_1 | 8 | 50.1
sky130_fd_sc_hd__o2bb2ai_1 | 6 | 52.6
sky130_fd_sc_hd__or4_1 | 6 | 45.0
sky130_fd_sc_hd__a2111oi_0 | 5 | 43.8
sky130_fd_sc_hd__buf_2 | 25 | 125
sky130_fd_sc_hd__a31oi_1 | 21 | 131
sky130_fd_sc_hd__o21a_1 | 5 | 37.5
sky130_fd_sc_hd__mux4_2 | 62 | 1400
sky130_fd_sc_hd__a22oi_1 | 17 | 128
sky130_fd_sc_hd__o31ai_1 | 8 | 60.1
-- area by class of cell --
cell class | instances | area (µm²)
well taps | 285 | 357
repair buffers | 191 | 1670
fillers | 2224 | 11800
diodes | 2 | 5.00
inverters | 86 | 323
multi-input cells | 1003 | 8470
-- routing by layer --
layer	global-route usage (%)	wire length, µm
met5	0	0
met4	24.0	3760
met3	17.0	6830
met2	66.4	21900
met1	61.7	20200
-- through the flow --
stage / power, µW / area (µm²) / hold WS (ns) / utilization (%) / TNS [ns]
6_report: 304 / 10800 / 8.80 / 47.8 / -0.375
4_1_cts: 293 / 10800 / 8.80 / 47.8 / -0.358
2_1_floorplan: 172 / 9390 / 8.19 / - / -0.341
3_5_place_dp: 292 / 10800 / 9.09 / 47.7 / -2.31
3_3_place_gp: 291 / 10800 / 9.10 / 47.7 / -2.18
5_1_grt: 323 / 10800 / 8.82 / 47.8 / -1.07
-- cell usage in the layout (no fill, tap or decap), types with 12 or more instances in the layout --
| master | synthesis | routed |
|---|---|---|
| sky130_fd_sc_hd__nand2_1 | 115 | 115 |
| sky130_fd_sc_hd__clkdlybuf4s50_1 | 0 | 93 |
| sky130_fd_sc_hd__nor2_1 | 92 | 92 |
| sky130_fd_sc_hd__buf_4 | 5 | 91 |
| sky130_fd_sc_hd__inv_1 | 83 | 81 |
| sky130_fd_sc_hd__ha_1 | 69 | 69 |
| sky130_fd_sc_hd__mux2i_1 | 65 | 65 |
| sky130_fd_sc_hd__mux4_2 | 62 | 62 |
| sky130_fd_sc_hd__a21oi_1 | 63 | 62 |
| sky130_fd_sc_hd__o21ai_0 | 58 | 58 |
| sky130_fd_sc_hd__xor2_1 | 33 | 32 |
| sky130_fd_sc_hd__nand3_1 | 30 | 30 |
| sky130_fd_sc_hd__fa_2 | 0 | 30 |
| sky130_fd_sc_hd__nor3_1 | 27 | 27 |
| sky130_fd_sc_hd__o22ai_1 | 22 | 22 |
| sky130_fd_sc_hd__mux2_2 | 23 | 22 |
| sky130_fd_sc_hd__a31oi_1 | 21 | 21 |
| sky130_fd_sc_hd__a221oi_1 | 20 | 20 |
| sky130_fd_sc_hd__nand2b_1 | 19 | 19 |
| sky130_fd_sc_hd__a22oi_1 | 17 | 17 |
| sky130_fd_sc_hd__o211ai_1 | 17 | 17 |
| sky130_fd_sc_hd__nor4_1 | 16 | 15 |
| sky130_fd_sc_hd__a2bb2oi_1 | 15 | 15 |
| sky130_fd_sc_hd__a211oi_1 | 14 | 14 |
| sky130_fd_sc_hd__nor2b_1 | 13 | 13 |
| sky130_fd_sc_hd__and2_1 | 12 | 12 |
Power is estimated from default activity; no workload was simulated.
