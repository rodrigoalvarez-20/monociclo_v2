===== ./design.v =====
package lagarto0_pkg;
localparam		XLEN 					= 64;
localparam		ISA_SIZE 			= 32;
localparam		ADDR_SIZE 			= 64;
localparam		VADD_SIZE			= 40;
localparam		ICACHE_LINE_SIZE 	= 64;
localparam		IBLOCK_BYTE			= ICACHE_LINE_SIZE / 8;
localparam		ILINE_BYTE_OFFSET	= $clog2(IBLOCK_BYTE);
localparam		ICACHE_SIZE			= 1024*2;
localparam		ICACHE_MEM_DEPTH	= ICACHE_SIZE / IBLOCK_BYTE;
localparam		ICACHE_IDX_SIZE	= $clog2(ICACHE_MEM_DEPTH);
localparam		ICACHE_VPN_SIZE	= VADD_SIZE - ICACHE_IDX_SIZE - ILINE_BYTE_OFFSET;
localparam		FETCH_WIDTH			= ICACHE_LINE_SIZE / ISA_SIZE;
localparam		ISSUE_WIDTH			= 1;
localparam		RESET_ADDRESS		= 64'h0000_0000_0000_0000;
localparam		IQUEUE_DEPTH		= 4;
localparam		IQUEUE_ADDR_SIZE	= $clog2(IQUEUE_DEPTH);
endpackage 
module signextend (
    input [31:0] instr_i,
    output reg [31:0] dato_o
);
    always @(*)
    begin
        case (instr_i[6:0])
            7'b0010011:  
                if (instr_i[14:12] == 3'b001 ||  
                    instr_i[14:12] == 3'b101) begin  
                    dato_o = {27'b0, instr_i[24:20]};
                end else if (instr_i[14:12] == 3'b011) begin  
                    dato_o = {20'b0, instr_i[31:20]};
                end else begin
                    dato_o = {{20{instr_i[31]}}, instr_i[31:20]};
                end
            7'b0000011:  
                dato_o = {{20{instr_i[31]}}, instr_i[31:20]};
            7'b0100011:  
                dato_o = {{20{instr_i[31]}}, instr_i[31:25], instr_i[11:7]};
            7'b1100011:  
                dato_o = {{20{instr_i[31]}}, instr_i[31], instr_i[7], instr_i[30:25], instr_i[11:8]};
            7'b1101111:  
                dato_o = {{12{instr_i[31]}}, instr_i[31], instr_i[19:12], instr_i[20], instr_i[30:21]};
            7'b1100111:  
                dato_o = {{20{instr_i[31]}}, instr_i[31:20]};
            default:
                dato_o = 32'b0;
        endcase
    end
endmodule

===== ./run.sh =====
#!/bin/bash
# OpenROAD 26Q1-2900-gdf79404cd8, Yosys 0.63+post, stock flow scripts
make -C /OpenROAD-flow-scripts/flow DESIGN_CONFIG=/design/flow/config.mk WORK_HOME=/design/flow/orfs finish

===== ./config.mk =====
export PLATFORM = sky130hd
export DESIGN_NAME = signextend
export DESIGN_NICKNAME = signextend
export VERILOG_FILES = /design/flow/design.v
export SDC_FILE = /design/flow/constraint.sdc
export NUM_CORES = 4
export LEC_CHECK = 1
export CORE_AREA = 10 10 70 70
export DIE_AREA = 0 0 80 80

===== ./constraint.sdc =====
current_design signextend

set clk_period 4.5
set clk_io_pct 0.2

create_clock -name clk0 -period $clk_period

set non_clock_inputs [all_inputs -no_clocks]
set_input_delay [expr $clk_period * $clk_io_pct] -clock clk0 $non_clock_inputs
set_output_delay [expr $clk_period * $clk_io_pct] -clock clk0 [all_outputs]

==> flow_summary.yaml <==
# synthesis and place-and-route metrics
global_route:
  grt_pass1_wl_microns: 4300
  grt.overflow.total: 0
  grt_pass1_vias: 869
  antenna_found_initial: 0
  track_usage_pct: 7.92
  grt_max_degree: 16
layout:
  final_layout_top_logic_cells: "clkdlybuf4s50_1 (64), nor2_1 (13), mux2i_1 (10)"
  seqCellArea_sq_um: 0
  flops: 0
  nFillCells: 362
  nClkBuffers: 0
  syn2layout_area_growth_pct: 84.3
  fin_cells: 188
  fin_area_sq_um: 1290
  lay_top_count: "clkdlybuf4s50_1"
  drive_gt1_share_pct: 6.34
  post-route-util_pct: 37.9
hold_path:
  holdCritStartpoint: "instr_i[18]"
  hold_class: "in -> out"
  hold_depth: 3
  holdPathEnd: "dato_o[17]"
setup_path:
  critPathKind: "in -> out"
  cp-end-kind: "output port"
  worstSetupStartpoint: "instr_i[6]"
  cp_max_fo: 13
  startpoint_type: "input port"
  arrival_ps: 3210
  required_ps: 3600
clock_tree:
  cts_setup_buffers: 0
  cts_resized: 0
  ctsHoldBuffers: 0
die:
  floorplanUtilization_pct: 20.5
  io_pins: 64
  die_w_microns: 80
  coreArea_sq_um: 3420
  die-area_sq_um: 6400
  die_h_microns: 80
  placementRows: 21
final_timing:
  rsz0062_at_grt: "false"
  setup_tns_ps: 0
  slew_viol_final: 0
  fmaxAchievable_mhz: 244
  tightest_slew_ps: 474
  finalSetupViolCount: 0
  hold_viol: 0
  period_used_pct: 91.3
  period_needed_ps: 4110
  relSlewSlack_pct: 68.3
routing:
  diodes: 0
  num_vias: 860
  drc_errors: 0
  routed_via_density: 4.57
  wl_per_cell_microns: 14.5
  initialDrtViolationCount: 26
  finalWirelength_microns: 2720
  antenna_left: 0
  dr.pass1.iters: 3
yosys:
  top_cells_by_area: "buf_4 (15%), mux2i_1 (14%), a21o_1 (9.6%)"
  synth.distinct_cells: 28
  ys_cells: 93
  yosysChipArea_sq_um: 702
  top_cell_area_share_pct: 15.0
  synth_top_cell_by_area: "buf_4"
  syn_avg_cell_area_sq_um: 7.55
  ys_seq_share_pct: 0
  netlist_area_sq_um: 702
  ys_warn_count: 1
  synthCells: 93
placement:
  placed_cell_area_sq_um: 1290
  place_congestion: 0.781
  dp_hpwl_microns: 2370
  place_inst: 188
  io_buffers: 64
pwr:
  report.power.total_mw: 0.0750
  power.density_nw_per_um2: 58.0
  ir_worst_vdd_mv: 0.0268
  p_leak_nw: 0.534
run_status:
  status: "completed"
flow_run:
  maxCapViolCount: 0
  warning_count: 32
-- cell families after synthesis --
kind of cell	Yosys count	synth area share, %
AND/OR/NAND/NOR	26	20.7
AND-OR/OR-AND	34	43.3
multiplexers	10	14.3
buffers and inverters	22	20.5
XOR/XNOR	1	1.25
-- cell usage after synthesis --
cell,number
buf_4,14
nor2_1,13
mux2i_1,10
a21o_1,9
a31oi_1,6
o2bb2ai_1,6
a221o_1,5
inv_1,4
nand2_1,4
and3b_1,2
clkbuf_1,2
nand4_1,2
a2111oi_4,1
a211oi_1,1
a211oi_2,1
a21oi_1,1
a2bb2oi_1,1
and2_1,1
buf_2,1
buf_6,1
nand3_4,1
nand3b_1,1
nor2_4,1
o211a_4,1
o31a_1,1
o32ai_1,1
or2_4,1
xnor2_1,1
-- metal layers --
metal	GRT usage, %	vias to the layer above	routed length [microns]	part of all wire (%)
met1	10.6	384	1170	43
li1	-	443	-	-
met5	0	-	0	0
met3	2.27	0	295	11
met2	13.0	33	1250	46
met4	0	0	0	0
-- power by group --
group	internal, mW	total, mW	switching (mW)
Clock	0	0	0
Sequential	0	0	0
Combinational	0.0457	0.0750	0.0293
Total	0.0457	0.0750	0.0293
-- per-stage QoR --
stage | hold WS, ps | setup WS, ps
CTS | 2760 | 398
finish | 2750 | 393
global route | 2780 | 221
detailed placement | 2760 | 398
global placement | 2750 | 478
floorplan | 1860 | 1470
-- worst max path at each step --
stage            end  slack (ps)
5_1_grt   dato_o[21]         220
6_report  dato_o[19]         390
4_1_cts   dato_o[23]         400
-- critical path, stage by stage --
cell	delay, ps
clkdlybuf4s50_1	600
or2_4	370
a21oi_1	220
and2_1	180
o31a_1	390
clkdlybuf4s50_1	560
-- cell type report --
| cell class | count | area, sq um | area share (%) |
|---|---|---|---|
| timing repair buffer | 67 | 663 | 51.3 |
| multi-input combinational | 71 | 558 | 43.1 |
| tap | 46 | 57.6 | 4.45 |
| inverter | 4 | 15.0 | 1.16 |
Power figures rest on the tool's default switching activity, not on a simulated workload.
